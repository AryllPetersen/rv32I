File: flow/config.mk
export PLATFORM = sky130hd
export DESIGN_NAME = RegisterFile
export DESIGN_NICKNAME = RegisterFile
export VERILOG_FILES = /design/flow/design.v
export SDC_FILE = /design/flow/constraint.sdc
export NUM_CORES = 4
export LEC_CHECK = 1
export CORE_UTILIZATION = 40
export SYNTH_HDL_FRONTEND = slang
File: flow/constraint.sdc
current_design RegisterFile

set clk_period 11.6
set clk_io_pct 0.2

create_clock -name clk0 -period $clk_period [get_ports {clock}]

set non_clock_inputs [all_inputs -no_clocks]
set_input_delay [expr $clk_period * $clk_io_pct] -clock clk0 $non_clock_inputs
set_output_delay [expr $clk_period * $clk_io_pct] -clock clk0 [all_outputs]
File: flow/design.v
`default_nettype none;
module RegisterFile(
  input logic clock, resetn,
  input logic[4:0] sel0, sel1, selin,
  input logic en,
  input logic[31:0] D,
  output logic[31:0] Q0, Q1
);
  logic[31:1] enable;
  logic[31:0][31:0] Q;
  assign Q[0] = 32'd0;
  generate 
    genvar i;
    for(i = 1; i < 32; i++) begin: r
      assign enable[i] = (en) ? (selin == i) : 1'b0;
      Register r(
        .clock,
        .resetn,
        .D,
        .Q(Q[i]),
        .en(enable[i])
      );
    end 
  endgenerate
  assign Q0 = Q[sel0];
  assign Q1 = Q[sel1];
endmodule
module Register(
  input logic clock, resetn,
  input logic en,
  input logic[31:0] D,
  output logic[31:0] Q
);
  always_ff @(posedge clock, negedge resetn) begin
    if(~resetn) begin
      Q <= 32'd0;
    end else begin
      if(en) begin
        Q <= D;
      end
    end
  end
endmodule
File: flow/run.sh
#!/bin/bash
# OpenROAD 26Q1-2900-gdf79404cd8, Yosys 0.63+post, stock flow scripts
make -C /OpenROAD-flow-scripts/flow DESIGN_CONFIG=/design/flow/config.mk WORK_HOME=/design/flow/orfs finish
==> results.txt <==
drt wl/cell - 30.9 µm
Flop area - 24800 µm²
Num CTS Buffers - 109
Initial Utilization - 40.4%
Total Power - 0.0102 W
endpoints failing setup - 0
area share, top type - 46.6%
register bank with the most flops - r.r.Q
RSZ-0062 raised after global routing - no
Max Root-Sink Buffers - 3
grt ovf - 0
Critical R2R Capture - r[12].r.Q[25]
clk latency late pin - 680 ps
max FFs per register - 992
Die ar. - 135000 µm²
Clock Root Buffer - clkbuf_16
CP Capture Type - output pin
Worst Reg-to-Reg Cells - 1
CTS sink cnt - 992
CP startpoint kind - input pin
hold buffers post-CTS - 0
critical path arrival - 5950 ps
Placer Congestion - 0.851
Mapped Area - 53200 µm²
Cell Type Count - 30
setup ws final - 3330 ps
CP Launch Point - sel0[1]
setup TNS - 0 ps
Total GRT Usage - 26.5%
Hold Crit Class - flop to flop
first-pass GRT wire length - 249000 µm
initial antenna violation count - 1
H-tree depth - 3
post-synthesis area per instance - 14.8 µm²
run status - finished clean
via count - 33511
port bufs - 113
PD cells - 171 nW/µm²
Routed WL - 167000 µm
Worst-Margin Slew - 1020 ps
post-synthesis sequential area ratio - 46.6%
ys cells - 3605
core area - 132000 µm²
Cell area leaders - dfrtp_1, mux2_2, mux4_2
Setup CP Type - input pin to output pin
HPWL after DPL - 97600 µm
Die Span X - 367 µm
EDFF count, synth - 0
Final period util - 71.3%
most instantiated logic cells after routing - dfrtp_1, mux2_2, mux4_2, mux2i_1, a22o_1
VDD IR max - 0.142 mV
most instantiated logic cell after routing - dfrtp_1
Commonest flop - dfrtp_1
R2R Setup Slk - 10790 ps
vias in the first global route - 35508
Initial DRC Count - 1877
worst setup path end - Q0[29]
DR DRC count - 0
FF-to-FF Start - r[12].r.Q[25]
Fmax - 121 MHz
worst slack, placed - 3230 ps
Pins Over Slew Limit - 0
Clock Skew - 0 ps
area delta synth->final - 11.9%
placed cell count - 5205
relative slew slack - 31.6%
Flops after synth - 992
Non-Filler Instances - 5401
post_cts resized - 0
die height - 367 µm
Synth area leader - dfrtp_1
Yosys chip area - 53200 µm²
logic area - 26800 µm²
largest net degree at the start of global routing - 121
Async S/R FF share, synth - 100%
clk slew on worst S/H paths - 60 ps
Tmin final - 8270 ps
Pre-antenna DRT Iters - 8
antenna cells - 0
synth warn - 0
layout cells sized above 1 - 46.8%
Worst EP required - 9280 ps
CTS tree - done
critical path peak fanout - 32
fin util - 45.2%
final hold violations - 0
leakage - 25.6 nW
antenna-violating nets left - 0
Post-CTS Setup Bufs - 0
Site Rows - 133
# IOs - 114
Fill cells - 11517
Largest regs - r.r.Q (992)
Tool Warnings - 29
Mapped Cells - 3605
post-DR vias/cell - 6.20
max_cap viols - 0
## cells in the mapped netlist (11+ instances only)
library cell,instances
dfrtp_1,992
mux2_2,959
mux4_2,384
clkbuf_1,215
a22o_1,192
mux2i_1,192
buf_2,142
mux2_1,97
and2_1,66
a211oi_1,64
o21ai_1,64
o22ai_1,64
o31ai_1,64
buf_4,30
nand2_1,15
nor2_1,15
buf_1,11
## metrics by stage
| step | hold slack (ps) | cell area, µm² |
|---|---|---|
| final | 498 | 59600 |
| after global routing | 516 | 59600 |
| after CTS | 503 | 59600 |
| after detailed placement | 489 | 56100 |
| after global placement | 479 | 56100 |
| after floorplan | 470 | 53200 |
## power breakdown
group | switching, W | leakage, nW | total (W) | internal [W]
combinational | 0.000836 | 11.2 | 0.00212 | 0.00128
clock | 0.00144 | 1.76 | 0.00347 | 0.00203
sequential | 0.000457 | 12.7 | 0.00459 | 0.00413
total | 0.00273 | 25.6 | 0.0102 | 0.00745
## kinds of logic after synthesis
kind of cell	count (synthesis)	synth area share, %
AND/OR/NAND/NOR	125	1.36
multiplexers	1632	42.2
AND-OR/OR-AND	448	6.32
buffers and inverters	408	3.52
flip-flops	992	46.6
## worst min-delay path by stage
stage | start | endpoint | depth (start not counted) | slack (ps)
finish | r[14].r.Q[14] | r[14].r.Q[14] | 1 | 500
global route | r[14].r.Q[23] | r[14].r.Q[23] | 1 | 520
CTS | r[14].r.Q[14] | r[14].r.Q[14] | 1 | 500
## routing by layer
metal / global-route usage [%] / part of all wire [%] / vias to the layer above
met3: 9.66 / 9.0 / 335
met4: 7.60 / 3.8 / 2
li1: - / - / 13972
met5: 0.356 / 0.037 / -
met1: 37.8 / 40 / 17855
met2: 39.7 / 47 / 1347
## worst max-delay path, stage by stage
cell and delay, ps:
buf_4 340, buf_4 620, nand2_2 500, buf_4 450, o22ai_1 230, a211oi_1 90, o31ai_1 740, clkdlybuf4s50_1 610
## layout make-up
cell class | instances | share of cell area [%]
Clock buffer | 169 | 5.50
Clock inverter | 27 | 0.449
Inverter | 2 | 0.0126
Multi-Input combinational cell | 2205 | 44.9
Sequential cell | 992 | 41.6
Tap cell | 1755 | 3.68
Timing Repair Buffer | 251 | 3.78
Power and IR drop assume default switching activity.

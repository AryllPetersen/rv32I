### flow/config.mk
export PLATFORM = sky130hd
export DESIGN_NAME = MagComp
export DESIGN_NICKNAME = MagComp
export VERILOG_FILES = /design/flow/design.v
export SDC_FILE = /design/flow/constraint.sdc
export NUM_CORES = 4
export LEC_CHECK = 1
export CORE_AREA = 10 10 74 74
export DIE_AREA = 0 0 84 84
export SYNTH_HDL_FRONTEND = slang
### flow/design.v
`default_nettype none;
module MagComp(
  input logic[31:0] A, B,
  input logic un_signed,
  output logic AeqB, AltB
);
  assign AeqB = (A == B);
  assign AltB = (un_signed) ? 
    ($unsigned(A) < $unsigned(B)) :
    ($signed(A) < $signed(B)); 
endmodule
### flow/constraint.sdc
current_design MagComp

set clk_period 4.1
set clk_io_pct 0.2

create_clock -name clk0 -period $clk_period

set non_clock_inputs [all_inputs -no_clocks]
set_input_delay [expr $clk_period * $clk_io_pct] -clock clk0 $non_clock_inputs
set_output_delay [expr $clk_period * $clk_io_pct] -clock clk0 [all_outputs]
### flow/run.sh
#!/bin/bash
# OpenROAD 26Q1-2900-gdf79404cd8, Yosys 0.63+post, stock flow scripts
make -C /OpenROAD-flow-scripts/flow DESIGN_CONFIG=/design/flow/config.mk WORK_HOME=/design/flow/orfs finish
==> reports/writeup.txt <==
The required time at the worst endpoint is listed as 3.28 ns. For this run, the number of Yosys warnings is 0. In this design, the critical path's most frequently occurring cell is sky130_fd_sc_hd__clkdlybuf4s50_1. The detailed-route via count was 966. The run finished with clean final reports.

The final timing report counts setup violations totalling 0. In the post-synthesis netlist, the biggest area contributors are sky130_fd_sc_hd__ha_1, sky130_fd_sc_hd__inv_1, sky130_fd_sc_hd__a21oi_1, sky130_fd_sc_hd__nand4_1, sky130_fd_sc_hd__nand2_1. With the violation tally from detailed-route iteration zero at 3, the final hold violation count is 0. The script logs the mean routed wire length per placed instance as 10.9 um. The number of input and output port buffers inserted is 67, and the net switching component of the power is 44.1 uW. The smallest clock period supported by the final layout is computed as 3.80 ns. A synthesized cell averages 7.27 sq um. Summed over all nets, the half-perimeter wirelength after detailed placement is 2460 um. The power report attributes to the combinational group a share of 100.0%.

The quantity of hold-fixing buffers added after cts is 0. The layout report lists the combined flip-flop and latch area as 0 sq um. The final max-slew violation count recorded for this run is 0. The leakage component of the power was reported as 0.797 nW. Per the run summary, max-cap violations total 0. The logs give 39.4% for the final standard cell utilization of the core and 3970 sq um for the core area. The tools report the kind of end point of the critical path as an output port. Per the OpenROAD floorplan log, the area of the die is 7060 sq um. Post-synthesis, Yosys gives the total cell area as 815 sq um. Summing every instance area after synthesis gives 815 sq um.

The transition time recorded at the tightest slew-check pin is 0.321 ns. After its last routability iteration, the placer logged a weighted congestion of 0.808. The power report attributes to the sequential group a share of 0%. Fill cells in the final layout number 417. The number of design rule violations left after detail routing came out at 0. Global routing finished with a remaining overflow of 0. The worst min-delay path startpoint is un_signed.

Counting both buffers and inverters, the worst setup path holds a total of 3. The tools report the layout clock buffer count as 0. Of the total power, the share spent switching nets is 32.9%. For the standard cell area after detailed placement, the log shows 1560 sq um. The tools report the register area share after synthesis as 0%.

Per the synthesis report, the single largest cell type by area occupies 49.2% of cell area. Nets still carrying antenna violations after routing amount to 0. The netlist uses 22 different library cells.

The run gives 92.8% for the post-layout period usage of the worst path. Summed over all layers, the routed wires come to 2520 um. The arrival time at the worst endpoint came out at 2.98 ns.

The worst IR drop on VDD came out at 0.0000267 V. The footprint of the multi-input gates came out at 691 sq um. For reference, the most critical setup path is categorized as input port to output port.

The run gives 112 for the count of instantiated cells in the yosys netlist. The number of warnings the tools reported came out at 32. The run gives 67 as the number of top-level pins. Largest net degree at the start of global routing: 4. The starting density of the core is 20.5%, and the detail-routed via count per cell is 4.18.

The number of global-route vias before repair was 973; the number of placement rows was 23. For this run, the script counts the antenna cells in the layout as 0. The run gives 84 um for the horizontal die size. Listed in order, past its start point the critical path passes clkdlybuf4s50_1 > inv_1 > ha_1 > and4_1 > nand4_1 > nor3_1 > nand2_1 > nor2_1 > clkdlybuf4s50_1. Portion of total power attributed to the clock network: 0%. First-pass iteration count of the detailed router: 2. The logs give 6.68% for the global-route usage over all layers and 4100 um for the global-route wire length before repair. The initial antenna violation count is 0. The flow reports an fmax of 0.263 GHz.

The height of the chip is 84 um. The largest total area in the synthesized netlist belongs to sky130_fd_sc_hd__ha_1. The layout sequential cell count came out at 0. The internal power of the cells totals 90.0 uW. Max fanout on the critical path was recorded as 3. Per the final layout report, the fraction of cells sized above drive strength 1 comes to 2.21%. In this design, the stage delay of the slowest critical-path cell is 0.48 ns. The tools report the post-synthesis cell count as 112. The path class of the tightest hold or removal check is input port to output port. The category of cells accounting for the largest share of critical-path delay was buffers and inverters. The largest individual stage delay along the critical path comes from the cell sky130_fd_sc_hd__clkdlybuf4s50_1. For the final design instance area without fill, the log shows 1570 sq um. The sink of the worst hold path is AltB.

Setup repair after global routing left no endpoint under its margin. Setup total negative slack on the finished layout was measured at 0 ns. The worst-case headroom to the max-slew limit was 78.4%; the total power per unit cell area was 85.6 nW/um^2. The worst hold path passes through 3 cells.

Relative to the synthesized area, the layout overhead comes to 92.2%. The type of element launching the critical path is an input port.
cell usage in the layout (no fill, tap or decap), types with 4 or more instances in the layout:
cell,Yosys,layout
sky130_fd_sc_hd__nand2_1,7,7
sky130_fd_sc_hd__nand4_1,6,6
sky130_fd_sc_hd__inv_1,33,33
sky130_fd_sc_hd__nand3_1,4,4
sky130_fd_sc_hd__clkdlybuf4s50_1,0,66
sky130_fd_sc_hd__ha_1,32,32
sky130_fd_sc_hd__a21oi_1,10,10
Yosys cell counts:
cell and n:
sky130_fd_sc_hd__nand3_1 4, sky130_fd_sc_hd__ha_1 32, sky130_fd_sc_hd__o32ai_1 1, sky130_fd_sc_hd__a221oi_2 1, sky130_fd_sc_hd__nor2b_1 1, sky130_fd_sc_hd__nor4_1 1, sky130_fd_sc_hd__a21boi_0 1, sky130_fd_sc_hd__and4_1 1
sky130_fd_sc_hd__nor2_1 2, sky130_fd_sc_hd__a21o_1 2, sky130_fd_sc_hd__nor3_1 1, sky130_fd_sc_hd__a221o_1 2, sky130_fd_sc_hd__o31a_1 1, sky130_fd_sc_hd__o21ai_0 2, sky130_fd_sc_hd__inv_1 33, sky130_fd_sc_hd__nand2_1 7
sky130_fd_sc_hd__and2_0 1, sky130_fd_sc_hd__nand4_1 6, sky130_fd_sc_hd__a221oi_1 1, sky130_fd_sc_hd__o221ai_2 1, sky130_fd_sc_hd__o211ai_1 1, sky130_fd_sc_hd__a21oi_1 10
area by class of cell:
class,instances,area share (%)
inverter,33,7.91
multi-input combinational,79,44.1
tap,50,4.00
timing repair buffer,69,44.0
metrics by stage:
step	setup slack, ns	hold WS, ns	total power, mW	std cells
final	0.295	2.35	0.134	231
after global routing	0.0696	2.38	0.154	231
after CTS	0.0557	2.65	0.136	230
after detailed placement	0.0628	2.65	0.135	230
after global placement	0.0838	2.64	0.135	230
after floorplan	1.17	1.69	0.0561	112
power by group through the flow:
stage	combinational, mW	clock, mW	sequential (mW)
6_report	0.134	0	0
5_1_grt	0.154	0	0
4_1_cts	0.136	0	0
cell families after synthesis:
group                      share of synthesized area [%]
and+or+nand+nor                                     15.2
AOI/OAI and AO/OA                                   20.4
buffers and inverters                               15.2
adders and majority gates                           49.2
layer usage:
layer | part of all wire (%) | global-route usage, % | vias to the layer above
li1 | - | - | 533
met1 | 48 | 8.83 | 395
met2 | 44 | 11.2 | 38
met3 | 7.5 | 1.77 | 0
met4 | 0 | 0 | 0
met5 | 0 | 0 | -
how the worst max path moves through the flow:
stage / startpoint / to / slack [ns] / depth (start not counted)
6_report: B[30] / AeqB / 0.30 / 9
5_1_grt: B[30] / AeqB / 0.07 / 9
4_1_cts: B[25] / AltB / 0.06 / 9
repair_timing:
item	4_1_cts	5_1_grt
setup endpoints to repair	0	1
setup buffers	0	1
gates resized	0	1
Power is estimated from default activity; no workload was simulated.
